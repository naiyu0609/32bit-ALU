<file path="design/flow/design.v">
module ALU(
	input [31:0] Source1,  
	input [31:0] Source2,  
	input [5:0] funct,  
	input [4:0] shamt,  
	output reg [31:0] result=32'd0,  
	output zero,	 
	output reg carry=0  
	);
	assign zero=(result==0)?1:0; 
	always@(Source1 or Source2 or funct or shamt)begin
		case(funct[5:0]) 
			6'd27: {carry,result}<=Source1+Source2; 
			6'd28: result<=Source1-Source2; 
			6'd29: result<=Source1>>shamt; 
			6'd30: result<=Source1<<shamt; 
			6'd31: result<=Source1^Source2; 
			6'd32: result<=Source1&Source2; 
			default: result<=result; 
		endcase
	end
endmodule
module CompMul(
	input [31:0] Multiplicand_input,  
	input [31:0] Multiplier_input,  
	input run,  
	input rst,  
	input clk,  
	output ready,  
	output [63:0] Product_output  
	);
	wire [31:0]Multiplicand_output; 
	wire [63:0]Product_input; 
	wire [32:0]Product_input_new;
	wire [5:0]addctrl; 
	wire [4:0]shamt=5'd0; 
	wire zero; 
	wire strctrl; 
	wire wrctrl; 
	reg state; 
	reg next_state; 
	assign Product_input=(state)?{Product_input_new[32:0],Product_output[30:0]}:{32'd0,Multiplier_input}; 
	Control ctr(run,rst,clk,Product_output[0],ready,strctrl,wrctrl,addctrl); 
	Multiplicand Mult(Multiplicand_input,rst,wrctrl,Multiplicand_output); 
	Product Product(Product_input,wrctrl,strctrl,ready,rst,clk,Product_output); 
	ALU uut(Multiplicand_output,Product_output[63:32],addctrl,shamt,Product_input_new[31:0],zero,Product_input_new[32]); 
	always@(posedge clk or posedge rst)begin
		if(rst)begin 
			state=0;
			next_state=0;
		end
		else begin
			state=next_state;
			case(state)
				1'd0:if(run)next_state=1'd1; 
				1'd1:if(ready) next_state=1'd0; 
			endcase
		end
	end
endmodule
module Control(
	input run, 
	input rst, 
	input clk, 
	input lsb, 
	output reg ready, 
	output reg strctrl,  
	output reg wrctrl, 
	output reg [5:0] addctrl  
	);
	reg [2:0]state; 
	reg [2:0]next_state; 
	reg strctrl_wait; 
	integer i; 
	always@(posedge clk or posedge rst)begin
		if(rst)begin 
			i=0;
			ready=0;
			strctrl=0;
			strctrl_wait=0;
			wrctrl=0;
			addctrl=6'd0;
			state=3'd0;
			next_state=3'd0;
		end
		else begin
			ready=0; 
			strctrl=0;
			wrctrl=0;
			addctrl=6'd0;
			state=next_state;
			case(state)				
				3'd0:begin 
					i=0;
					if(run) begin
						wrctrl=1;
						next_state=3'd1;
					end
				end
				3'd1:next_state=3'd2;
				3'd2:begin 
					if(lsb) begin
						addctrl=6'd27;
						strctrl_wait=1;
					end
					next_state=3'd3;
				end
				3'd3:begin 
					if(strctrl_wait) begin
						strctrl=1;
						strctrl_wait=0;
					end
					next_state=3'd4;
				end
				3'd4:begin 
					i=i+1;
					if(i==32) begin
						ready=1;
						next_state=3'd5;
					end
					else next_state=3'd2;
				end
				3'd5:ready=1; 
			endcase
		end		
	end
endmodule
module Multiplicand(
	input [31:0] Multiplicand_input,  
	input rst,  
	input wrctrl,  
	output reg [31:0] Multiplicand_output  
	);
always@(wrctrl or rst)begin
	if(rst)Multiplicand_output=32'd0; 
	else if(wrctrl)Multiplicand_output=Multiplicand_input; 
end
endmodule
module Product(
	input [63:0] Product_input,  
	input wrctrl, 
	input strctrl, 
	input ready, 
	input rst, 
	input clk, 
	output reg [63:0] Product_output  
	);
	reg [2:0]state; 
	reg [2:0]next_state; 
	always@(posedge clk or posedge rst)begin
		if(rst)begin 
			Product_output=64'd0;
			state=3'd0;
	 		next_state=3'd0;
		end
		else begin
			state=next_state;
			case(state)
				3'd0:begin 
					if(wrctrl) begin
						Product_output[31:0]=Product_input[31:0];
						Product_output[63:32]=32'd0;
						next_state=3'd1;
					end
				end
				3'd1:next_state=3'd2; 
				3'd2:begin 
					Product_output=Product_output>>1;
					next_state=3'd3;
				end
				3'd3:begin 
					if(strctrl) Product_output[63:31]=Product_input[63:31];
					next_state=3'd4;
				end
				3'd4:begin 
					if(ready) begin
						Product_output=Product_output;
						next_state=3'd5;
					end
					else 	next_state=3'd2;
				end
				3'd5:Product_output=Product_output; 
			endcase
		end
	end
endmodule
</file>
<file path="design/flow/constraint.sdc">
current_design CompMul

set clk_period 8.4
set clk_io_pct 0.2

create_clock -name clk0 -period $clk_period [get_ports {clk}]

set non_clock_inputs [all_inputs -no_clocks]
set_input_delay [expr $clk_period * $clk_io_pct] -clock clk0 $non_clock_inputs
set_output_delay [expr $clk_period * $clk_io_pct] -clock clk0 [all_outputs]
</file>
<file path="design/flow/run.sh">
#!/bin/bash
# OpenROAD 26Q1-2900-gdf79404cd8, Yosys 0.63+post, stock flow scripts
make -C /OpenROAD-flow-scripts/flow DESIGN_CONFIG=/design/flow/config.mk WORK_HOME=/design/flow/orfs finish
</file>
<file path="design/flow/config.mk">
export PLATFORM = sky130hd
export DESIGN_NAME = CompMul
export DESIGN_NICKNAME = CompMul
export VERILOG_FILES = /design/flow/design.v
export SDC_FILE = /design/flow/constraint.sdc
export NUM_CORES = 4
export LEC_CHECK = 1
export CORE_UTILIZATION = 30
</file>
==> ds_physical_params.txt <==
Implementation parameters

Parameter                              Value

Final layout
  Fraction of layout cells with a size suffix above 1 .................. 0.0630
  Area overhead of the layout relative to synthesis .................. 27.4%
  Most frequent standard cell in the layout excluding fill and tap cells .................. sky130_fd_sc_hd__clkdlybuf4s50_1
  Most frequently placed logic cells in the final layout .................. sky130_fd_sc_hd__clkdlybuf4s50_1 (131), sky130_fd_sc_hd__dfrtp_1 (110), sky130_fd_sc_hd__nand2_1 (90)
  Fill cell count .................. 2613

Setup path
  Crit path capture type .................. flop
  Arrival time worst endpoint .................. 3.84 ns
  Kind of critical path .................. flop to flop
  Sort of element at the start of the critical path .................. flop
  CP Max Fanout .................. 9
  Endpoint required time on the critical path .................. 8.70 ns

Final timing
  Post-Route Setup TNS .................. 0 ns
  Hold violation total from the final report .................. 0
  Register pins left without a clock .................. 65
  Worst-Margin Slew .................. 0.808 ns
  Upper clock frequency limit .................. 282 MHz
  Setup clock skew after layout .................. 0.00863 ns
  Unrepaired setup endpoints after global routing .................. false
  Max-Slew Margin vs Limit .................. 0.457
  Final critical-path required period .................. 3.54 ns
  Max-slew violation count .................. 0
  Number of setup violations in the final report .................. 0
  Tcrit/Tclk final .................. 0.422
  Count of endpoints without a timing constraint .................. 65

Place
  Placer Congestion .................. 0.828
  Port-buffer cells .................. 131
  HPWL after detailed placement .................. 14200 µm

Yosys
  Top cell type's share of synthesized area .................. 0.333
  Number of synthesized register bits .................. 178
  Average footprint of a synthesized cell .................. 9.02 µm²
  Proportion of register bits with asynchronous set or reset after synthesis .................. 0.635
  Yosys chip area .................. 0.00835 mm²
  Number of flops mapped to enable cells by yosys .................. 0
  Number of cells produced by synthesis .................. 925
  Number of warnings reported in the yosys synthesis log .................. 5
  Ys flop type .................. sky130_fd_sc_hd__dfrtp_1
  Number of library cell types mapped by synthesis .................. 66
  Synth Cell Area .................. 0.00835 mm²
  Dominant cells by area after synthesis .................. sky130_fd_sc_hd__dfrtp_1 (33%), sky130_fd_sc_hd__dlxtp_1 (5.9%), sky130_fd_sc_hd__dlxtn_1 (5.8%), sky130_fd_sc_hd__a22oi_1 (5.6%), sky130_fd_sc_hd__ha_1 (5.1%)
  Cell type contributing the most total cell area after synthesis .................. sky130_fd_sc_hd__dfrtp_1
  Yosys cell count .................. 925

Power
  Max VDD drop .................. 0.135 mV
  Cell Int Power .................. 0.00109 W
  Power per unit of standard cell area .................. 129 mW/mm²
  Reg power frac .................. 0.406
  Combinational Power Share .................. 0.049
  Switching share of total power .................. 0.206
  Net switching power .................. 0.000283 W
  Total chip power .................. 0.00137 W
  Static Leak .................. 4.66 nW
  Relative contribution of the clock network to total power .................. 0.545

Drt
  Remaining antenna violation count .................. 0
  Total antenna diodes in the routed design .................. 0
  Number of DRC violations after detailed-routing iteration 0 .................. 494
  Router iterations before antenna repair .................. 5
  Vias per cell .................. 4.92
  Total routed wirelength .................. 20600 µm
  Routed len/inst .................. 14.5 µm
  Total DRC errors in the routed layout .................. 0
  Total via count in the routed design .................. 6986

Die
  Die ar. .................. 0.0285 mm²
  Top-level I/O count .................. 132
  Core box area .................. 0.0271 mm²
  Chip width .................. 169 µm
  Floorplan die height .................. 169 µm
  Floorplan row count .................. 60
  Fp util .................. 0.308

GRT
  Maximum number of pins on one net before global-route repair .................. 69
  Number of antenna violations at the first check in global routing .................. 0
  Via count of the first global-routing pass .................. 6425
  Aggregate global routing overflow .................. 0
  GRT Overall Usage .................. 0.149
  Global-route wire length before repair .................. 33600 µm

Clock tree
  Number of buffers created by CTS .................. 17
  Clock tree from TritonCTS .................. done
  PostCTS Resize Cnt .................. 0
  CTS Root Buffer Type .................. sky130_fd_sc_hd__clkbuf_16
  Post-CTS Hold Fix Bufs .................. 0
  Skew-Pair Late Insertion Delay .................. 0.41 ns
  Clock H-tree levels .................. 4
  Register clock-pin slew on the reported worst setup and hold paths .................. 0.05 ns
  CTS max path bufs .................. 2
  Setup bufs post-CTS .................. 0

Run
  Warning total across the stage logs .................. 26
  Number of violations of the max-capacitance limit .................. 0

Worst hold path
  Kind of path behind the tightest hold check .................. flop to flop

Outcome
  Result of the run .................. finished, final reports clean
## cells by family (layout without fill, tap and decap cells)
logic type	count (synthesis)	in the layout	synth area share
buffers and inverters	68	190	0.0348
DFF	113	113	0.339
and+or+nand+nor	298	298	0.179
muxes	9	9	0.0108
AOI/OAI and AO/OA	295	295	0.222
latches	65	65	0.117
adders and majority gates	35	35	0.0534
xor gates and xnor gates	42	42	0.0441
## layout make-up
class	instances	area, µm²	area share
repair buffers	144	1410	0.133
inverters	15	58.8	0.00553
well taps	372	465	0.0438
clock inverters	8	128	0.0120
clock buffers	23	488	0.0459
multi-input cells	679	4270	0.402
flip-flops and latches	178	3810	0.358
## worst max-delay path, cell delays in order (launching register included)
cell	delay [ns]
sky130_fd_sc_hd__dfrtp_1	0.47
sky130_fd_sc_hd__nand4_1	0.24
sky130_fd_sc_hd__nor4_1	0.77
sky130_fd_sc_hd__nand4_1	0.28
sky130_fd_sc_hd__nor3_1	0.30
sky130_fd_sc_hd__xor2_1	0.13
sky130_fd_sc_hd__or4_1	0.51
sky130_fd_sc_hd__or4_4	0.55
sky130_fd_sc_hd__a21o_1	0.19
## stage by stage
stage | area (µm²) | util | cells | hold WS, ns | setup WS (ns)
floorplan | 8350 | - | 925 | 0.366 | 3.53
global placement | 10000 | 0.370 | 1388 | 0.388 | 4.49
detailed placement | 10000 | 0.370 | 1388 | 0.387 | 4.45
CTS | 10600 | 0.392 | 1419 | 0.398 | 4.89
global route | 10600 | 0.392 | 1419 | 0.411 | 4.53
finish | 10600 | 0.392 | 1419 | 0.399 | 4.86
## Yosys cell counts (3+ instances only)
cell type and instances:
sky130_fd_sc_hd__o31ai_1 8, sky130_fd_sc_hd__o21ai_0 77, sky130_fd_sc_hd__mux2i_1 9, sky130_fd_sc_hd__dfrtp_1 111
sky130_fd_sc_hd__o41ai_1 3, sky130_fd_sc_hd__buf_4 5, sky130_fd_sc_hd__nor3b_1 3, sky130_fd_sc_hd__a22o_1 3
sky130_fd_sc_hd__buf_1 4, sky130_fd_sc_hd__o21a_1 4, sky130_fd_sc_hd__and2_1 10, sky130_fd_sc_hd__nand2_1 90
sky130_fd_sc_hd__o21bai_1 5, sky130_fd_sc_hd__o211ai_1 4, sky130_fd_sc_hd__or3_1 6, sky130_fd_sc_hd__dlxtp_1 33
sky130_fd_sc_hd__nand3_1 17, sky130_fd_sc_hd__a31oi_1 11, sky130_fd_sc_hd__xor2_1 13, sky130_fd_sc_hd__clkbuf_1 41
sky130_fd_sc_hd__nand4_1 10, sky130_fd_sc_hd__xnor2_1 29, sky130_fd_sc_hd__nand4b_1 3, sky130_fd_sc_hd__a211oi_1 5
sky130_fd_sc_hd__a22oi_1 62, sky130_fd_sc_hd__nor4_1 4, sky130_fd_sc_hd__nor3_1 15, sky130_fd_sc_hd__nor2b_1 38
sky130_fd_sc_hd__dlxtn_1 32, sky130_fd_sc_hd__inv_1 15, sky130_fd_sc_hd__a21o_1 23, sky130_fd_sc_hd__and3_1 8
sky130_fd_sc_hd__nor2_1 75, sky130_fd_sc_hd__o22ai_1 6, sky130_fd_sc_hd__ha_1 34, sky130_fd_sc_hd__a21oi_1 70
## registers in the layout (all words and copies together) (netlist names)
signal                    flops
Product.Product_output       64
Mult.Multiplicand_output     32
ctr.i                        32
uut.result                   32
ctr.next_state                6
Product.next_state            5
ctr.addctrl                   1
ctr.ready                     1
ctr.strctrl                   1
ctr.strctrl_wait              1
next_state                    1
state                         1
uut.carry                     1
## power groups by stage
stage                 Sequential (W)  Combinational [W]  Clock (W)
after CTS                   0.000558          0.0000696   0.000769
after global routing        0.000558          0.0000751   0.000790
final                       0.000558          0.0000676   0.000749
## layer usage
metal / wire [µm] / GRT usage
met3: 1260 / 0.0367
met4: 244 / 0.0178
met2: 9000 / 0.225
met5: 0 / 0
met1: 10100 / 0.227
## path summary, 6_finish.rpt
check	from	to	slack (ns)	cells after the start
max	ctr.i[6]$_DFFE_PP0P_	ctr.next_state[2]$_DFF_PP0_	4.86	8
min	ctr.next_state[2]$_DFF_PP0_	ctr.next_state[5]$_DFF_PP0_	0.40	0
max reg2reg	ctr.i[6]$_DFFE_PP0P_	ctr.next_state[2]$_DFF_PP0_	4.86	8
min reg2reg	ctr.next_state[2]$_DFF_PP0_	ctr.next_state[5]$_DFF_PP0_	0.40	0
max in group asynchronous	rst	ctr.i[28]$_DFFE_PP0P_	5.03	5
min in group asynchronous	rst	Product.Product_output[38]$_DFFE_PP0P_	1.83	3
Power is estimated from default activity; no workload was simulated.
